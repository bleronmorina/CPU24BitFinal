**flow/config.mk**
```make
export PLATFORM = sky130hd
export DESIGN_NAME = ALU24Biteshe
export DESIGN_NICKNAME = ALU24Biteshe
export VERILOG_FILES = /design/flow/design.v
export SDC_FILE = /design/flow/constraint.sdc
export NUM_CORES = 4
export LEC_CHECK = 1
export CORE_UTILIZATION = 30
```
**flow/constraint.sdc**
```tcl
current_design ALU24Biteshe

set clk_period 5.8
set clk_io_pct 0.2

create_clock -name clk0 -period $clk_period

set non_clock_inputs [all_inputs -no_clocks]
set_input_delay [expr $clk_period * $clk_io_pct] -clock clk0 $non_clock_inputs
set_output_delay [expr $clk_period * $clk_io_pct] -clock clk0 [all_outputs]
```
**flow/design.v**
```verilog
`timescale 1ns / 1ps
module ALU1Biteshe(
 	input A,
    input B,
    input CIN,
    input BInvert,
    input Less,
    input [2:0] Op,
    output Result,
    output CarryOutFinal
    );
   wire JoB, mB, CarryOut, CarryOutSemiFinal, And, Or, Xor, Add;  
   assign JoB = ~B;
   Mux2ne1 muxB(B, JoB, BInvert, mB);
   assign And = A & mB;
   assign Or = A | mB;
   assign Xor = A ^ mB;
  Mux8ne1 coutVlera(1'b0, 1'b0, CarryOut, 1'b0, 1'b0, 1'b0, 1'b0, 1'b0, Op, CarryOutFinal);
  Mbledhesi m1(A, mB, CIN, Add, CarryOutFinal);
  Mux8ne1 MuxiKryesor(And, Or, Add, 1'b0, 1'b0, Xor, 1'b0, 1'b0, Op, Result);
endmodule
`timescale 1ns / 1ps
module ALU24Biteshe(
    input [23:0] A,
    input [23:0] B,
    input [3:0] SHAMT,
    input BNegate,
    input [2:0] Op,
    output Zero,
    output [23:0] ResultFinal,
    output Overflow,
    output CarryOut
    );
  wire [22:0] COUT;
  wire [23:0] Sll, Result, Slt;
  wire [23:0] Mul;
  ALU1Biteshe ALU0(A[0], B[0], BNegate, BNegate, Result[23], Op, Result[0], COUT[0]);
  ALU1Biteshe ALU1(A[1], B[1], COUT[0], BNegate, 1'b0, Op, Result[1], COUT[1]);
  ALU1Biteshe ALU2(A[2], B[2], COUT[1], BNegate, 1'b0, Op, Result[2], COUT[2]);
  ALU1Biteshe ALU3(A[3], B[3], COUT[2], BNegate, 1'b0, Op, Result[3], COUT[3]);
  ALU1Biteshe ALU4(A[4], B[4], COUT[3], BNegate, 1'b0, Op, Result[4], COUT[4]);
  ALU1Biteshe ALU5(A[5], B[5], COUT[4], BNegate, 1'b0, Op, Result[5], COUT[5]);
  ALU1Biteshe ALU6(A[6], B[6], COUT[5], BNegate, 1'b0, Op, Result[6], COUT[6]);
  ALU1Biteshe ALU7(A[7], B[7], COUT[6], BNegate, 1'b0, Op, Result[7], COUT[7]);
  ALU1Biteshe ALU8(A[8], B[8], COUT[7], BNegate, 1'b0, Op, Result[8], COUT[8]);
  ALU1Biteshe ALU9(A[9], B[9], COUT[8], BNegate, 1'b0, Op, Result[9], COUT[9]);
  ALU1Biteshe ALU10(A[10], B[10], COUT[9], BNegate, 1'b0, Op, Result[10], COUT[10]);
  ALU1Biteshe ALU11(A[11], B[11], COUT[10], BNegate, 1'b0, Op, Result[11], COUT[11]);
  ALU1Biteshe ALU12(A[12], B[12], COUT[11], BNegate, 1'b0, Op, Result[12], COUT[12]);
  ALU1Biteshe ALU13(A[13], B[13], COUT[12], BNegate, 1'b0, Op, Result[13], COUT[13]);
  ALU1Biteshe ALU14(A[14], B[14], COUT[13], BNegate, 1'b0, Op, Result[14], COUT[14]);
  ALU1Biteshe ALU15(A[15], B[15], COUT[14], BNegate, 1'b0, Op, Result[15], COUT[15]);
  ALU1Biteshe ALU16(A[16], B[16], COUT[15], BNegate, 1'b0, Op, Result[16], COUT[16]);
  ALU1Biteshe ALU17(A[17], B[17], COUT[16], BNegate, 1'b0, Op, Result[17], COUT[17]);
  ALU1Biteshe ALU18(A[18], B[18], COUT[17], BNegate, 1'b0, Op, Result[18], COUT[18]);
  ALU1Biteshe ALU19(A[19], B[19], COUT[18], BNegate, 1'b0, Op, Result[19], COUT[19]);
  ALU1Biteshe ALU20(A[20], B[20], COUT[19], BNegate, 1'b0, Op, Result[20], COUT[20]);
  ALU1Biteshe ALU21(A[21], B[21], COUT[20], BNegate, 1'b0, Op, Result[21], COUT[21]);
  ALU1Biteshe ALU22(A[22], B[22], COUT[21], BNegate, 1'b0, Op, Result[22], COUT[22]);
  ALU1Biteshe ALU23(A[23], B[23], COUT[22], BNegate, 1'b0, Op, Result[23], CarryOut);
assign Zero = ~(Result[0] | Result[1] | 
                Result[2] | Result[3] | 
                Result[4] | Result[5] | 
                Result[6] | Result[7] | 
                Result[8] | Result[9] | 
                Result[10] | Result[11] | 
                Result[12] | Result[13] | 
                Result[14] | Result[15] | 
                Result[16] | Result[17] | 
                Result[18] | Result[19] | 
                Result[20] | Result[21] | 
                Result[22] | Result[23] ); 
  wire[23:0] Zbritja;
  wire C;
  assign Slt = {23'd0, Zbritja[23]};
  ShiftLeftLogical sll0(A, B, SHAMT, Sll);
  Mbledhesi24Bitesh m(A, ~B, 1'b1, Zbritja, C);
  Mux8ne1_24Bit MuxiKryesor(Result, Result, Result, Slt, 24'd0, Result, Sll, 24'd0, Op, ResultFinal);
    assign Overflow = COUT[22] ^ CarryOut;
endmodule
`timescale 1ns / 1ps
module Mbledhesi(
  input A,
    input B,
    input CIN,
    output Shuma,
    output COUT
    );
    assign Shuma = A ^ B ^ CIN;
    assign COUT = (CIN & A) | (CIN & B) | (A & B);
endmodule
`timescale 1ns / 1ps
module Mbledhesi24Bitesh(
    input [23:0] A,
    input [23:0] B,
    input CIN,
    output [23:0] Shuma,
    output CarryOut
    );
    wire [22:0] COUT;
    Mbledhesi M0(A[0], B[0], CIN, Shuma[0], COUT[0]);
    Mbledhesi M1(A[1], B[1], COUT[0], Shuma[1], COUT[1]);
    Mbledhesi M2(A[2], B[2], COUT[1], Shuma[2], COUT[2]);
    Mbledhesi M3(A[3], B[3], COUT[2], Shuma[3], COUT[3]);
    Mbledhesi M4(A[4], B[4], COUT[3], Shuma[4], COUT[4]);
    Mbledhesi M5(A[5], B[5], COUT[4], Shuma[5], COUT[5]);
    Mbledhesi M6(A[6], B[6], COUT[5], Shuma[6], COUT[6]);
    Mbledhesi M7(A[7], B[7], COUT[6], Shuma[7], COUT[7]);
    Mbledhesi M8(A[8], B[8], COUT[7], Shuma[8], COUT[8]);
    Mbledhesi M9(A[9], B[9], COUT[8], Shuma[9], COUT[9]);
    Mbledhesi M10(A[10], B[10], COUT[9], Shuma[10], COUT[10]);
    Mbledhesi M11(A[11], B[11], COUT[10], Shuma[11], COUT[11]);
    Mbledhesi M12(A[12], B[12], COUT[11], Shuma[12], COUT[12]);
    Mbledhesi M13(A[13], B[13], COUT[12], Shuma[13], COUT[13]);
    Mbledhesi M14(A[14], B[14], COUT[13], Shuma[14], COUT[14]);
    Mbledhesi M15(A[15], B[15], COUT[14], Shuma[15], COUT[15]);
    Mbledhesi M16(A[16], B[16], COUT[15], Shuma[16], COUT[16]);
    Mbledhesi M17(A[17], B[17], COUT[16], Shuma[17], COUT[17]);
    Mbledhesi M18(A[18], B[18], COUT[17], Shuma[18], COUT[18]);
    Mbledhesi M19(A[19], B[19], COUT[18], Shuma[19], COUT[19]);
    Mbledhesi M20(A[20], B[20], COUT[19], Shuma[20], COUT[20]);
    Mbledhesi M21(A[21], B[21], COUT[20], Shuma[21], COUT[21]);
    Mbledhesi M22(A[22], B[22], COUT[21], Shuma[22], COUT[22]);
    Mbledhesi M23(A[23], B[23], COUT[22], Shuma[23], CarryOut);
endmodule
`timescale 1ns / 1ps
module Mux2ne1(
  	input wire Hyrja1,
    input wire Hyrja2,
    input wire S,
    output wire M
    );
wire telijoS, teli1, teli2;
  not(telijoS, S);
  and(teli1, Hyrja1, telijoS);
  and(teli2 , S, Hyrja2);
or(M, teli1, teli2);
endmodule
module Mux2ne1_24Bit(
input[23:0] Hyrja0,
    input[23:0] Hyrja1,
    input S,
    output[23:0] Dalja
    );
    wire [23:0] Sp;
    assign Sp = {24{S}};
    assign Dalja = (~Sp & Hyrja0) | (Hyrja1 & Sp);
endmodule
`timescale 1ns / 1ps
module Mux4ne1(
 input Hyrja0,
    input Hyrja1,
    input Hyrja2,
    input Hyrja3,
    input [1:0] S,
    output Dalja
    );
    wire Dalja1, Dalja2;
   Mux2ne1 m0(Hyrja0, Hyrja1, S[0], Dalja1);
   Mux2ne1 m1(Hyrja2, Hyrja3, S[0], Dalja2);
   Mux2ne1 m2(Dalja1, Dalja2, S[1], Dalja);
endmodule
`timescale 1ns / 1ps
  module Mux4ne1_24Bit(
    input[23:0] Hyrja0,
    input[23:0] Hyrja1,
    input[23:0] Hyrja2,
    input[23:0] Hyrja3,
    input [1:0] S,
    output[23:0] Dalja
    );
    wire [23:0] Dalja1, Dalja2; 
    Mux2ne1_24Bit m0(Hyrja0, Hyrja1, S[0], Dalja1);
    Mux2ne1_24Bit m1(Hyrja2, Hyrja3, S[0], Dalja2);
    Mux2ne1_24Bit m2(Dalja1, Dalja2, S[1], Dalja);
endmodule
`timescale 1ns / 1ps
module Mux8ne1(
input Hyrja0,
input Hyrja1,
input Hyrja2,
input Hyrja3,
input Hyrja4,
input Hyrja5,
input Hyrja6,
input Hyrja7,
input [2:0] s,
output Dalja);
wire dalja1, dalja2;
Mux4ne1 m0(Hyrja0, Hyrja1, Hyrja2, Hyrja3, s[1:0], dalja1);
Mux4ne1 m1(Hyrja4, Hyrja5, Hyrja6, Hyrja7, s[1:0], dalja2);
Mux2ne1 m(dalja1, dalja2, s[2], Dalja);
endmodule
module Mux8ne1_24Bit(
  input[23:0] Hyrja0,
  input[23:0] Hyrja1,
  input[23:0] Hyrja2,
  input[23:0] Hyrja3,
  input[23:0] Hyrja4,
  input[23:0] Hyrja5,
  input[23:0] Hyrja6,
  input[23:0] Hyrja7,
  input[2:0] s,
  output[23:0] Dalja
);
  wire[23:0] dalja1, dalja2;
Mux4ne1_24Bit m0(Hyrja0, Hyrja1, Hyrja2, Hyrja3, s[1:0], dalja1);
Mux4ne1_24Bit m1(Hyrja4, Hyrja5, Hyrja6, Hyrja7, s[1:0], dalja2);
Mux2ne1_24Bit m(dalja1, dalja2, s[2], Dalja);
endmodule
`timescale 1ns / 1ps
module ShiftLeftLogical(
input [23:0] A,
input [23:0] B,
input [3:0] SHAMT,
output[23:0] ResultFinal
    );
  wire cout1, cout2;
    wire[23:0] SHAMTe, Shuma, Zbritja, Result1, Result2;
    assign SHAMTe = {20'd0, SHAMT[3:0]};
  Mbledhesi24Bitesh m0(SHAMTe, B, 1'b0, Shuma, cout1);
  Mbledhesi24Bitesh m00(Shuma, ~(24'd24), 1'b1, Zbritja, cout2);
 assign Result1 = {A[0], 23'd0};
wire [23:0] Dalja1, Dalja2, Dalja3;
Mux8ne1_24Bit m1(A, {A[22:0], 1'd0}, {A[21:0], 2'd0}, {A[20:0], 3'd0}, {A[19:0], 4'd0}, {A[18:0], 5'd0}, {A[17:0], 6'd0}, {A[16:0], 7'd0}, Shuma[2:0], Dalja1);
Mux8ne1_24Bit m2({A[15:0], 8'd0}, {A[14:0], 9'd0}, {A[13:0], 10'd0}, {A[12:0], 11'd0}, {A[11:0], 12'd0}, {A[10:0], 13'd0}, {A[9:0], 14'd0}, {A[8:0], 15'd0}, Shuma[2:0], Dalja2);
Mux8ne1_24Bit m3({A[7:0], 16'd0}, {A[6:0], 17'd0}, {A[5:0], 18'd0}, {A[4:0], 19'd0}, {A[3:0], 20'd0}, {A[2:0], 21'd0}, {A[1:0], 22'd0}, {A[0], 23'd0}, Shuma[2:0], Dalja3);
Mux4ne1_24Bit m4(Dalja1, Dalja2, Dalja3, 24'd0, Shuma[4:3], Result2);
Mux2ne1_24Bit m5(Result1, Result2, Zbritja[23], ResultFinal);
endmodule
```
**flow/run.sh**
```bash
#!/bin/bash
# OpenROAD 26Q1-2900-gdf79404cd8, Yosys 0.63+post, stock flow scripts
make -C /OpenROAD-flow-scripts/flow DESIGN_CONFIG=/design/flow/config.mk WORK_HOME=/design/flow/orfs finish
```
==> results_slide.txt <==
Implementation Results

Run status
  • Failing checks: setup timing
  • Status: finished with violations

Setup path
  • Crit path max fanout: 5
  • Worst Path Required: 4640 ps
  • Worst path slowest cell: fa_2
  • Crit-path most repeated cell: ha_4
  • WP data arrival: 6810 ps
  • Crit path capture type: output pin
  • CP Launch Type: input port
  • WS Path Type: input port to output pin
  • Crit path largest cell delay: 330 ps

Yosys
  • Yosys warns: roughly 48
  • Yosys Instances: 470
  • Mapped Avg Cell Area: 7.571 um^2
  • Seq share, synth: 0
  • Yosys chip area: about 0.0036 mm^2
  • Cell Type Count: 66
  • Synthesized area: 0.003558 mm^2
  • Synth Instances: between 400 and 500

Pwr
  • PD cells: 117.7 mW/mm^2
  • VDD IR max: 0.07983 mV
  • Leakage: 0.002255 uW
  • Pwr Total: 621.2 uW

Floorplanning
  • Core box area: 0.01147 mm^2
  • Die area: 0.01230 mm^2
  • Floorplan core density: 0.3103
  • Rows: 39
  • I/O Pins: 83
  • Die Wd: 110.9 um
  • Die height: between 100 and 150 um

Run
  • Tool warnings: 36
  • Max-cap violations: 0

STA
  • Max Slew Vio Count: 0
  • Fmax achieved: 125.4 MHz
  • Setup TNS: -49,790 ps
  • Worst-Margin Slew: 732.6 ps
  • Fin crit period: 7972 ps
  • Fin crit share: 1.374
  • Final hold vios: 0
  • Final setup violation count: 24
  • Rel. slew slack: 0.5105
  • Final WS setup: -2172 ps
  • RSZ-0062 raised after global routing: true

Route
  • N_diodes: 0
  • DR iter-0 viols: 258
  • Vias: 3,968
  • Via/cell ratio: around 5.4
  • DRC viols: 0
  • Antenna Nets Post-Route: 0
  • DR pass1 iterations: 5
  • Routed wire length: 14,270 um
  • Routed length per instance: roughly 19 um

Place
  • Placed Area: 0.005080 mm^2
  • Dpl hpwl: 12,120 um
  • Gp weighted congestion: between 0.9 and 1
  • IO buf count: 81

Finish
  • # fillers: 1,111
  • Cell area after layout: 0.005280 mm^2
  • Clock Buffer Count: 0
  • Comb area: about 0.0036 mm^2
  • Layout cells sized above 1: 0.2903
  • Core Util, Final: 0.4604
  • Storage cell area: 0 um^2
  • Area growth from synthesis to layout: 48.38%
  • Flop count: 0

Global routing
  • Initial antenna violation count: 0
  • GRT Resource Usage Total: 0.2362
  • Total gr overflow: 0
  • Global-route wire length before repair: roughly 22,000 um
  • Vias in the first global route: 3,780
  • Largest net degree at the start of global routing: between 50 and 60

Worst hold path
  • Hold_sp: B[0]
  • HP Class: input port to output pin
  • WHS Endpoint: ResultFinal[3]
  • Hold path depth: 5
-- metrics by stage --
stage,cells,hold WS (ps),worst slack (ps)
after floorplan,471,2511,-1703
after global routing,732,3233,-2398
after global placement,717,3525,-3084
after CTS,732,3198,-2262
after detailed placement,717,3539,-3150
final,732,3187,-2172
-- layer usage --
layer | track usage | up-vias | wire length [um]
li1 | - | 1976 | -
met1 | 0.3589 | 1819 | 6758
met2 | 0.3731 | 161 | 6379
met3 | 0.02731 | 12 | 971
met4 | 0.02311 | 0 | 161
met5 | 0 | - | 0
-- cell usage after synthesis, types with 2 or more instances --
cell type  number  share of area
ha_1           46           0.16
a221o_1         5          0.014
nor2b_1         6          0.011
o21ai_1        18          0.025
o21ai_0        22          0.031
a22o_1          2         0.0049
a21oi_1        22          0.031
nor4_4          2          0.012
buf_2           5         0.0070
inv_1          41          0.043
nand3_1         5         0.0070
clkbuf_1       18          0.019
a2bb2oi_1       2         0.0049
mux2i_1        38           0.11
nand2_1        34          0.036
o211ai_1        4         0.0084
mux4_2         11          0.070
xnor2_1        27          0.066
maj3_1          8          0.023
mux2_1          6          0.019
a41o_1          2         0.0056
nor2_1         34          0.036
nand2b_1       14          0.025
a22oi_1        20          0.042
a31oi_1         2         0.0035
fa_1            3          0.017
buf_1           2         0.0021
buf_4           3         0.0063
or4_1           2         0.0042
nor4_1          6          0.011
or4_4           2         0.0063
nand4_1         5         0.0088
and2_1          2         0.0035
nor3_1          3         0.0042
buf_6           2         0.0063
o22ai_1         8          0.014
mux2_2          6          0.019
xor2_1          2         0.0049
inv_2           3         0.0032
-- cells in the final DEF, fill, tap and decap left out, drive strengths merged, types with 2 or more instances in the layout --
| master | instances |
|---|---|
| buf | 92 |
| clkdlybuf4s50 | 53 |
| ha | 46 |
| inv | 44 |
| o21ai | 40 |
| mux2i | 39 |
| nand2 | 35 |
| nor2 | 35 |
| xnor2 | 27 |
| a21oi | 22 |
| a22oi | 20 |
| nand2b | 14 |
| mux2 | 12 |
| mux4 | 11 |
| nor4 | 9 |
| maj3 | 8 |
| o22ai | 8 |
| nor2b | 6 |
| nand4 | 5 |
| a221o | 5 |
| nand3 | 5 |
| o211ai | 4 |
| or4 | 4 |
| fa | 3 |
| nor3 | 3 |
| a2bb2oi | 2 |
| and2 | 2 |
| a22o | 2 |
| a31oi | 2 |
| xor2 | 2 |
| a41o | 2 |
| conb | 2 |
| clkdlybuf4s15 | 2 |
| o31ai | 2 |
| nand4b | 2 |
| a221oi | 2 |
-- how the worst max path moves through the flow --
stage	start	to	slack [ps]	cells past startpoint
CTS	B[0]	ResultFinal[11]	-2260	35
global route	B[0]	ResultFinal[11]	-2400	35
finish	B[0]	ResultFinal[11]	-2170	35
-- what timing repair did --
action / CTS / global route
buffers inserted: 16 / 5
gates resized: 120 / 11
hold buffers: 0 / 0
pin swaps: 46 / 14
endpoints found under the setup margin: 24 / 24
-- cells by family (layout without fill, tap and decap cells) --
kind of cell | after synthesis | count (layout) | synth area share
and+or+nand+nor | 125 | 125 | 0.1920
AOI/OAI and AO/OA | 122 | 122 | 0.2289
other | 1 | 2 | 0.001054
muxes | 62 | 62 | 0.2184
buffers and inverters | 74 | 192 | 0.08720
adders and majority gates | 57 | 57 | 0.2011
xor gates and xnor gates | 29 | 29 | 0.07138
-- cell type report --
type | count | share of cell area
inverter | 44 | 0.03128
multi-input combinational | 397 | 0.6912
tap | 143 | 0.03389
timing repair buffer | 148 | 0.2436
-- worst max-delay path: cells and delay by family --
kind	cells	cell delay [ps]
buffers and inverters	6	600
AND-OR/OR-AND	1	320
adder cells (fa/ha/maj)	23	3870
AND/OR/NAND/NOR	5	820
-- report_power, final --
part / switching, uW / internal (uW)
sequential: 0 / 0
clock: 0 / 0
combinational: 332 / 289
No activity file was given, so power comes from the tool's default toggle rates.
