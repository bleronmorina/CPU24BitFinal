==> design.v <==
`timescale 1ns / 1ps
module Mbledhesi(
  input A,
    input B,
    input CIN,
    output Shuma,
    output COUT
    );
    assign Shuma = A ^ B ^ CIN;
    assign COUT = (CIN & A) | (CIN & B) | (A & B);
endmodule
`timescale 1ns / 1ps
module Mbledhesi24Bitesh(
    input [23:0] A,
    input [23:0] B,
    input CIN,
    output [23:0] Shuma,
    output CarryOut
    );
    wire [22:0] COUT;
    Mbledhesi M0(A[0], B[0], CIN, Shuma[0], COUT[0]);
    Mbledhesi M1(A[1], B[1], COUT[0], Shuma[1], COUT[1]);
    Mbledhesi M2(A[2], B[2], COUT[1], Shuma[2], COUT[2]);
    Mbledhesi M3(A[3], B[3], COUT[2], Shuma[3], COUT[3]);
    Mbledhesi M4(A[4], B[4], COUT[3], Shuma[4], COUT[4]);
    Mbledhesi M5(A[5], B[5], COUT[4], Shuma[5], COUT[5]);
    Mbledhesi M6(A[6], B[6], COUT[5], Shuma[6], COUT[6]);
    Mbledhesi M7(A[7], B[7], COUT[6], Shuma[7], COUT[7]);
    Mbledhesi M8(A[8], B[8], COUT[7], Shuma[8], COUT[8]);
    Mbledhesi M9(A[9], B[9], COUT[8], Shuma[9], COUT[9]);
    Mbledhesi M10(A[10], B[10], COUT[9], Shuma[10], COUT[10]);
    Mbledhesi M11(A[11], B[11], COUT[10], Shuma[11], COUT[11]);
    Mbledhesi M12(A[12], B[12], COUT[11], Shuma[12], COUT[12]);
    Mbledhesi M13(A[13], B[13], COUT[12], Shuma[13], COUT[13]);
    Mbledhesi M14(A[14], B[14], COUT[13], Shuma[14], COUT[14]);
    Mbledhesi M15(A[15], B[15], COUT[14], Shuma[15], COUT[15]);
    Mbledhesi M16(A[16], B[16], COUT[15], Shuma[16], COUT[16]);
    Mbledhesi M17(A[17], B[17], COUT[16], Shuma[17], COUT[17]);
    Mbledhesi M18(A[18], B[18], COUT[17], Shuma[18], COUT[18]);
    Mbledhesi M19(A[19], B[19], COUT[18], Shuma[19], COUT[19]);
    Mbledhesi M20(A[20], B[20], COUT[19], Shuma[20], COUT[20]);
    Mbledhesi M21(A[21], B[21], COUT[20], Shuma[21], COUT[21]);
    Mbledhesi M22(A[22], B[22], COUT[21], Shuma[22], COUT[22]);
    Mbledhesi M23(A[23], B[23], COUT[22], Shuma[23], CarryOut);
endmodule
`timescale 1ns / 1ps
module Mbledhesi48Bitesh(
    input [47:0] A,
    input [47:0] B,
    input CIN,
    output [47:0] Shuma,
    output CarryOut
);
   wire cout; 
   Mbledhesi24Bitesh m0(A[23:0], B[23:0], CIN, Shuma[23:0], cout);
   Mbledhesi24Bitesh m1(A[47:24], B[47:24], cout, Shuma[47:23], CarryOut);
endmodule
`timescale 1ns / 1ps
module Multiply(
input [23:0] A,
input [23:0] B,
output [47:0] Result
    );
    wire cout;
    wire[47:0] Result0, Result1, Result2, Result3, Result4, Result5, Result6, Result7, Result8, Result9, 
    Result10, Result11, Result12, Result13, Result14, Result15, Result16, Result17, Result18, Result19, 
    Result20, Result21, Result22, Result23;
    wire[47:0] Mbledhje0, Mbledhje1, Mbledhje2, Mbledhje3, Mbledhje4, Mbledhje5, Mbledhje6, Mbledhje7, Mbledhje8, Mbledhje9, 
    Mbledhje10, Mbledhje11, Mbledhje12, Mbledhje13, Mbledhje14, Mbledhje15, Mbledhje16, Mbledhje17, Mbledhje18, Mbledhje19, 
    Mbledhje20, Mbledhje21, Mbledhje22, Mbledhje23;
    Mux2ne1_48Bit m0(48'd0, {24'd0, A[23:0]}, B[0], Result0);
    Mux2ne1_48Bit m1(48'd0, {23'd0, A[23:0], 1'd0}, B[1], Result1);
    Mux2ne1_48Bit m2(48'd0, {22'd0, A[23:0], 2'd0}, B[2], Result2);
    Mux2ne1_48Bit m3(48'd0, {21'd0, A[23:0], 3'd0}, B[3], Result3);
    Mux2ne1_48Bit m4(48'd0, {20'd0, A[23:0], 4'd0}, B[4], Result4);
    Mux2ne1_48Bit m5(48'd0, {19'd0, A[23:0], 5'd0}, B[5], Result5);
    Mux2ne1_48Bit m6(48'd0, {18'd0, A[23:0], 6'd0}, B[6], Result6);
    Mux2ne1_48Bit m7(48'd0, {17'd0, A[23:0], 7'd0}, B[7], Result7);
    Mux2ne1_48Bit m8(48'd0, {16'd0, A[23:0], 8'd0}, B[8], Result8);
    Mux2ne1_48Bit m9(48'd0, {15'd0, A[23:0], 9'd0}, B[9], Result9);
    Mux2ne1_48Bit m10(48'd0, {14'd0, A[23:0], 10'd0}, B[10], Result10);
    Mux2ne1_48Bit m11(48'd0, {13'd0, A[23:0], 11'd0}, B[11], Result11);
    Mux2ne1_48Bit m12(48'd0, {12'd0, A[23:0], 12'd0}, B[12], Result12);
    Mux2ne1_48Bit m13(48'd0, {11'd0, A[23:0], 13'd0}, B[13], Result13);
    Mux2ne1_48Bit m14(48'd0, {10'd0, A[23:0], 14'd0}, B[14], Result14);
    Mux2ne1_48Bit m15(48'd0, {9'd0, A[23:0], 15'd0}, B[15], Result15);
    Mux2ne1_48Bit m16(48'd0, {8'd0, A[23:0], 16'd0}, B[16], Result16);
    Mux2ne1_48Bit m17(48'd0, {7'd0, A[23:0], 17'd0}, B[17], Result17);
    Mux2ne1_48Bit m18(48'd0, {6'd0, A[23:0], 18'd0}, B[18], Result18);
    Mux2ne1_48Bit m19(48'd0, {5'd0, A[23:0], 19'd0}, B[19], Result19);
    Mux2ne1_48Bit m20(48'd0, {4'd0, A[23:0], 20'd0}, B[20], Result20);
    Mux2ne1_48Bit m21(48'd0, {3'd0, A[23:0], 21'd0}, B[21], Result21);
    Mux2ne1_48Bit m22(48'd0, {2'd0, A[23:0], 22'd0}, B[22], Result22);
    Mux2ne1_48Bit m23(48'd0, {1'd0, A[23:0], 23'd0}, B[23], Result23);
    Mbledhesi48Bitesh a0(Result0, Result1, 1'd0, Mbledhje0, cout);
    Mbledhesi48Bitesh a1(Result2, Result3, 1'd0, Mbledhje1, cout);
    Mbledhesi48Bitesh a2(Result4, Result5, 1'd0, Mbledhje2, cout);
    Mbledhesi48Bitesh a3(Result6, Result7, 1'd0, Mbledhje3, cout);
    Mbledhesi48Bitesh a4(Result8, Result9, 1'd0, Mbledhje4, cout);
    Mbledhesi48Bitesh a5(Result10, Result11, 1'd0, Mbledhje5, cout);
    Mbledhesi48Bitesh a6(Result12, Result13, 1'd0, Mbledhje6, cout);
    Mbledhesi48Bitesh a7(Result14, Result15, 1'd0, Mbledhje7, cout);
    Mbledhesi48Bitesh a8(Result16, Result17, 1'd0, Mbledhje8, cout);
    Mbledhesi48Bitesh a9(Result18, Result19, 1'd0, Mbledhje9, cout);
    Mbledhesi48Bitesh a10(Result20, Result21, 1'd0, Mbledhje10, cout);
    Mbledhesi48Bitesh a11(Result22, Result23, 1'd0, Mbledhje11, cout);
    Mbledhesi48Bitesh a12(Mbledhje0, Mbledhje1, 1'd0, Mbledhje12, cout);
    Mbledhesi48Bitesh a13(Mbledhje2, Mbledhje3, 1'd0, Mbledhje13, cout);
    Mbledhesi48Bitesh a14(Mbledhje4, Mbledhje5, 1'd0, Mbledhje14, cout);
    Mbledhesi48Bitesh a15(Mbledhje6, Mbledhje7, 1'd0, Mbledhje15, cout);
    Mbledhesi48Bitesh a16(Mbledhje8, Mbledhje9, 1'd0, Mbledhje16, cout);
    Mbledhesi48Bitesh a17(Mbledhje10, Mbledhje11, 1'd0, Mbledhje17, cout);
    Mbledhesi48Bitesh a18(Mbledhje12, Mbledhje13, 1'd0, Mbledhje18, cout);
    Mbledhesi48Bitesh a19(Mbledhje14, Mbledhje15, 1'd0, Mbledhje19, cout);
    Mbledhesi48Bitesh a20(Mbledhje16, Mbledhje17, 1'd0, Mbledhje20, cout);
    Mbledhesi48Bitesh a21(Mbledhje18, Mbledhje19, 1'd0, Mbledhje21, cout);
    Mbledhesi48Bitesh a22(Mbledhje20, Mbledhje21, 1'd0, Result, cout);
endmodule
`timescale 1ns / 1ps
module Mux2ne1_48Bit(
input[47:0] Hyrja0,
    input[47:0] Hyrja1,
    input S,
    output[47:0] Dalja
    );
    wire [47:0] Sp;
    assign Sp = {48{S}};
    assign Dalja = (~Sp & Hyrja0) | (Hyrja1 & Sp);
endmodule
==> run.sh <==
#!/bin/bash
# OpenROAD 26Q1-2900-gdf79404cd8, Yosys 0.63+post, stock flow scripts
make -C /OpenROAD-flow-scripts/flow DESIGN_CONFIG=/design/flow/config.mk WORK_HOME=/design/flow/orfs finish
==> config.mk <==
export PLATFORM = sky130hd
export DESIGN_NAME = Multiply
export DESIGN_NICKNAME = Multiply
export VERILOG_FILES = /design/flow/design.v
export SDC_FILE = /design/flow/constraint.sdc
export NUM_CORES = 4
export LEC_CHECK = 1
export CORE_UTILIZATION = 50
==> constraint.sdc <==
current_design Multiply

set clk_period 19.1
set clk_io_pct 0.2

create_clock -name clk0 -period $clk_period

set non_clock_inputs [all_inputs -no_clocks]
set_input_delay [expr $clk_period * $clk_io_pct] -clock clk0 $non_clock_inputs
set_output_delay [expr $clk_period * $clk_io_pct] -clock clk0 [all_outputs]
==> flow_summary_export.csv <==
group,metric,value,unit
timing,setup_ws,-5.985,ns
placed_design,dpl.hpwl,29.21,mm
job,cap_violations,0,
placed_design,dp.cells,2098,
detailed_routing,antennaDiodeCount,0,
cells_and_area,syn_to_final_growth,12.67,%
detailed_routing,vias,10320,
cells_and_area,clkbuf_count,0,
timing,drv_slew,0,
floorplanning,die_w,178.7,microns
grt,first_global_vias,11390,
job,warning_count,57,
cells_and_area,drive_gt1_share,19.19,%
yosys,yosys_cells,1627,
worst_setup_path,path_max_fanout,4,
cells_and_area,area.sequential,0,sq um
worst_setup_path,critical-path-top-delay-family,"adder cells",
cells_and_area,final_util,57.38,%
yosys,yosys_warnings,24,
hold_path,min_path_type,"input pin to output port",
floorplanning,rows,64,
grt,antenna_found_initial,0,
placed_design,place_area,0.01752,sq mm
floorplanning,fp_util,50.93,%
detailed_routing,post-route-drc-count,0,
grt,grt_max_degree,25,
timing,setup-violations-final,23,
grt,grt_remaining_overflow,0,
worst_setup_path,worstSetupEndpointType,"output port",
yosys,syn_avg_cell_area,9.600,sq um
placed_design,pre_cts_slack,-7.170,ns
power_and_ir_drop,p_leak,7.809,nW
yosys,synth_area,0.01562,sq mm
worst_setup_path,critical_path_class,"input pin to output port",
placed_design,gp_congestion,0.8816,
worst_setup_path,worstSetupStartpointType,"input pin",
cells_and_area,ff_count,0,
timing,rsz0062_at_grt,"true",
floorplanning,die-area,0.03195,sq mm
yosys,ys_chip_area,0.01562,sq mm
yosys,yosysUniqueCellTypes,20,
worst_setup_path,slowest_stage,"fa_1",
timing,hold_viol_final,0,
floorplanning,core-area,0.03067,sq mm
timing,finalClockPeriodUsage,131.3,%
yosys,ys_seq_share,0,%
timing,fin_crit,25.09,ns
timing,max_clock_freq,39.86,MHz
placed_design,io_buffers,95,
worst_setup_path,critPathRequiredTime,15.28,ns
detailed_routing,detail-route-antenna-nets,0,
worst_setup_path,slowest_delay,0.59,ns
outcome,status,"finished with violations",
detailed_routing,routed_wl,32.57,mm
timing,holdWs,8.250,ns
floorplanning,die-height,178.7,microns
power_and_ir_drop,p_total,3.620,mW
worst_setup_path,path_buffers,12,
timing,tns,-82.53,ns
power_and_ir_drop,power_density,205.7,mW/mm^2
grt,grt_pass1_wl,57.26,mm
detailed_routing,wire_per_inst,15.51,microns
worst_setup_path,cp.arrival,21.27,ns
worst_setup_path,critPathMostFrequentCell,"fa_2",
floorplanning,boundaryPins,96,
detailed_routing,vias_per_cell,4.913,
cells_and_area,stdcell_count,2100,
detailed_routing,drtIter0Drc,248,
detailed_routing,first_pass_iters,6,
outcome,violations,"negative setup slack",
power_and_ir_drop,ir_drop,0.0004298,V
cells_and_area,design_area,0.01760,sq mm
grt,grt_usage,25.08,%
yosys,syn_inst,1627,
-- power by group --
| group | internal, mW | total, mW | leakage [nW] | switching [mW] |
|---|---|---|---|---|
| clock | 0 | 0 | 0 | 0 |
| combinational | 2.00 | 3.62 | 7.81 | 1.62 |
| sequential | 0 | 0 | 0 | 0 |
-- routing by layer --
metal	up-vias	wire length (microns)	global-route usage (%)
li1	4690	-	-
met1	5369	12960	37.02
met2	241	17340	42.54
met3	18	1918	5.966
met4	0	349	1.977
met5	-	0	0
-- synth_stat cells --
cell | count | area [sq um]
maj3_1 | 6 | 60.06
maj3_2 | 1 | 11.26
o21ai_0 | 4 | 20.02
a32oi_1 | 9 | 78.83
ha_1 | 73 | 913.4
and2_1 | 147 | 919.6
a22o_1 | 1 | 8.760
buf_4 | 48 | 360.4
clkbuf_1 | 6 | 22.52
fa_1 | 496 | 9930
a21oi_1 | 8 | 40.04
nand3_1 | 2 | 10.01
or2_1 | 8 | 50.05
a21o_1 | 2 | 15.01
inv_1 | 310 | 1164
conb_1 | 1 | 3.750
nand2_1 | 411 | 1543
buf_2 | 90 | 450.4
nor2_1 | 3 | 11.26
o21a_1 | 1 | 7.510
-- placed cells by master (no fill, tap or decap), drive strengths merged, types with 3 or more instances in the layout --
| cell | synthesis | layout |
|---|---|---|
| or2 | 8 | 8 |
| nor2 | 3 | 3 |
| clkdlybuf4s50 | 0 | 65 |
| inv | 310 | 310 |
| o21ai | 4 | 4 |
| fa | 496 | 496 |
| buf | 138 | 152 |
| ha | 73 | 73 |
| a32oi | 9 | 9 |
| and2 | 147 | 147 |
| nand2 | 411 | 411 |
| maj3 | 7 | 7 |
| a21oi | 8 | 8 |
-- cells by family (layout without fill, tap and decap cells) --
logic type,count (synthesis),after routing,synth area share [%]
other cells,1,1,0.02401
fa+ha+maj,576,576,69.88
simple gates,571,571,16.22
buf+inv,454,531,12.79
compound gates,25,25,1.090
-- worst paths after layout --
| check | from | endpoint | slack (ns) | cells past startpoint |
|---|---|---|---|---|
| setup / recovery | A[1] | Result[46] | -5.99 | 68 |
| hold / removal | B[0] | Result[0] | 8.25 | 3 |
-- cell type report --
type               instances  area, sq um
fillers                 2632        13070
inverters                310         1164
multi-input cells       1173        14050
well taps                396        495.5
repair buffers           221         1887
-- what timing repair did --
item | 4_1_cts | 5_1_grt
endpoints found under the setup margin | 25 | 24
pin swaps | 22 | 14
hold buffers | 0 | 0
buffers inserted | 2 | 0
gates resized | 160 | 24
Power and IR drop assume default switching activity.
