`/design/flow/design.v`:
```
`timescale 1ns / 1ps
module RegisterFile(
input wire[3:0] RS,
input wire[3:0] RT,
input wire[3:0] RD,
input wire[23:0] WriteData,
input wire RegWrite,
input wire Clock,
output wire[23:0] ReadRS,
output wire[23:0] ReadRT
    );
reg[23:0] Registers[15:0];
integer i;
initial 
begin
for(i=0;i<16;i=i+1)
   Registers[i] <= 24'd0;
end
always @(posedge Clock)
begin
Registers[RD] <= WriteData;
end
assign ReadRS = Registers[RS];
assign ReadRT = Registers[RT];
endmodule
```
`/design/flow/run.sh`:
```
#!/bin/bash
# OpenROAD 26Q1-2900-gdf79404cd8, Yosys 0.63+post, stock flow scripts
make -C /OpenROAD-flow-scripts/flow DESIGN_CONFIG=/design/flow/config.mk WORK_HOME=/design/flow/orfs finish
```
`/design/flow/config.mk`:
```
export PLATFORM = sky130hd
export DESIGN_NAME = RegisterFile
export DESIGN_NICKNAME = RegisterFile
export VERILOG_FILES = /design/flow/design.v
export SDC_FILE = /design/flow/constraint.sdc
export NUM_CORES = 4
export LEC_CHECK = 1
export CORE_UTILIZATION = 50
```
`/design/flow/constraint.sdc`:
```
current_design RegisterFile

set clk_period 7.3
set clk_io_pct 0.2

create_clock -name clk0 -period $clk_period [get_ports {Clock}]

set non_clock_inputs [all_inputs -no_clocks]
set_input_delay [expr $clk_period * $clk_io_pct] -clock clk0 $non_clock_inputs
set_output_delay [expr $clk_period * $clk_io_pct] -clock clk0 [all_outputs]
```
==> results.txt <==
yosys + openroad results -> Die Span Y between 150 and 200 um, Layout area overhead 16.0%, Pwr per Cell Area 250 mW/mm2, Cell Type Count 13, Antenna Nets Post-Route 0, Gate Area between 0.005 and 0.006 mm2, Adder Share, Synth 0, pre-CTS setup slack 1.93 ns, max-slew violation count 0, ys cells 816, average cell area after synthesis 21.1 um2, static leakage 6.31 nW, biggest regs Registers (384), Complex Gates by Area 0.0418, num rows 67, clk root buf clkbuf_16, Syn Inst Count 816, most numerous logic cell after layout edfxtp_1, max cap viols 0, Placed Area 0.0187 mm2, final setup margin 2.01 ns, Die X 188 um, Antenna Cells 0, Top cell area share 0.668, Worst Path Max Fanout 36, critical path required time approximately 5.8 ns, RSZ-0062 raised after global routing false, Arrival @ worst endpoint 3.83 ns, Num CTS Buffers between 40 and 50, startpoint types primary input, core footprint 0.0337 mm2, Inst Count DP 1,317, largest net degree at the start of global routing 97, cell taking the most area after synthesis edfxtp_1, FILL cells approximately 2,400, final hold slack 1.84 ns, # resized after CTS 0, Final Hold Vio Count 0, tool warnings 26, routed length per instance 31.1 um, run status finished clean, yosys stat chip area between 0.015 and 0.02 mm2, # DRC 0, fin crit period 5.29 ns, vias per inst 6.59, setup_tns 0 ns, main area contributors edfxtp_1 (67%), mux4_2 (25%), a22oi_1 (4.2%), Mapped Area 0.0173 mm2, Core Util at FP 0.512, Initial DRC Count approximately 410, DRT Pass-1 Iters 5, dpl hpwl 22,400 um, Worst-Margin Slew between 0.7 and 0.8 ns, CP Capture Type primary output, Simple Share, Synth 0.0190, Top cells excl fill/tap edfxtp_1 (384), mux4_2 (192), a22oi_1 (96), clkdlybuf4s50_1 (80), nand2_1 (50), slew margin rel. 0.511, Hold-fix buffers, CTS 0, flops & latches, synth 384, I/O Buffers 84, period utilisation layout 0.725, crit path kind primary input to primary output, Max VDD drop ~0.19 mV, fin cells 1,392, DR vias just over 9,000, Biggest register Registers, Total Wirelength 43,300 um, Synth Warn # 1, total gr overflow 0, Worst-path clk slew 0.06 ns, antenna violations before repair 0, # clock sinks around 380, final instance area 0.0200 mm2, global-route wire length before repair 64,000 um, Critical Path Start RT[0], CTS Buffer Depth 3, Mux area share 0.251, Hold WC Path Type primary input to register, Main logic family multiplexers, fraction of layout cells with a size suffix above 1 0.329, chip area about 0.035 mm2, number of global-route vias before repair 10,700, I/O pins 86, TritonCTS clock tree done, Tot GR Track Use 0.288, Hold Path Depth 1, H-tree levels 2, register area 0.0115 mm2, final setup fails 0, post-synthesis sequential area ratio 0.668, Hold Path Origin WriteData[5], XOR-XNOR Cells, Area Fraction 0, max FFs per register 384, setup bufs post-CTS 0, fmax 189 MHz, final RePlAce weighted congestion slightly above 0.8
## per-stage QoR
stage | utilization | power [mW]
after floorplan | - | 2.83
after global placement | 0.556 | 3.03
after detailed placement | 0.556 | 3.05
after CTS | 0.594 | 5.04
after global routing | 0.594 | 5.16
final | 0.594 | 4.99
## final timing paths
kind	end	slack, ns
max	ReadRT[9]	2.01
min	Registers[1][5]	1.84
## worst max-delay path, cell delays in order
cell,delay (ns)
buf_6,0.42
buf_4,0.55
mux4_2,0.57
a22oi_1,0.26
nand2_1,0.11
clkdlybuf4s50_1,0.42
## final cells by class
type | instances | area share
Sequential cell | 384 | 0.576
Timing Repair Buffer | 119 | 0.0569
Multi-Input combinational cell | 366 | 0.274
Clock inverter | 21 | 0.00988
Tap cell | 448 | 0.0280
Clock buffer | 54 | 0.0548
## power breakdown
group | switching, mW | internal, mW
Clock | 0.824 | 1.17
Combinational | 0.229 | 0.239
Sequential | 0.0283 | 2.51
Total | 1.08 | 3.91
## cell usage after synthesis (all sizes together)
cell / number
nor3: 6
nand2: 50
and2: 2
mux4: 192
nand2b: 4
buf: 31
nor2b: 4
clkbuf: 35
nor2: 11
a22oi: 96
edfxtp: 384
nor4: 1
## layer usage
layer  track usage  part of all wire  vias to the layer above
met5        0.0137            0.0010                        -
met3         0.212              0.16                       95
li1              -                 -                     3799
met2         0.432              0.51                      695
met1         0.353              0.30                     4589
met4        0.0697             0.030                        2
## cells by family after synthesis
| logic type | after synthesis |
|---|---|
| compound gates | 96 |
| simple gates | 78 |
| buf+inv | 66 |
| mux | 192 |
| flops | 384 |
No activity file was given, so power comes from the tool's default toggle rates.
